==> config.mk <==
export PLATFORM = sky130hd
export DESIGN_NAME = MIVEMIRROR_ZJW
export DESIGN_NICKNAME = MIVEMIRROR_ZJW
export VERILOG_FILES = /design/flow/design.v
export SDC_FILE = /design/flow/constraint.sdc
export NUM_CORES = 4
export LEC_CHECK = 1
export CORE_UTILIZATION = 30
==> constraint.sdc <==
current_design MIVEMIRROR_ZJW

set clk_period 16.4
set clk_io_pct 0.2

create_clock -name clk0 -period $clk_period [get_ports {clk}]

set non_clock_inputs [all_inputs -no_clocks]
set_input_delay [expr $clk_period * $clk_io_pct] -clock clk0 $non_clock_inputs
set_output_delay [expr $clk_period * $clk_io_pct] -clock clk0 [all_outputs]
==> design.v <==
module CaptureT(
						input clk,
						input reset_n,
						input SamplePlusIn1,
						output reg[31:0]T1,
						output samplein_sycronous,
						output INT
					);
assign INT = SamplePlusIn1;
assign	samplein_sycronous=e;
reg[31:0]Cap1,Cap2;
reg[31:0]NUM;
always@(posedge clk)
begin
	NUM<=NUM+32'd1;
end
reg a,b,c,d,e,f,g,h;
always@(posedge clk)
begin
	a<=SamplePlusIn1;
	b<=a;
	c<=b;
	d<=c;
	e<=d;
	g<=(b)&(c)&(~d)&(~e);
end
always@(posedge clk)
begin
if(g)begin
	Cap1<=Cap2;
	Cap2<=NUM;	
	T1<=Cap2-Cap1;
end
else begin
	Cap1<=Cap1;
	Cap2<=Cap2;	
	T1<=T1;
end
end	
endmodule
module MIVEMIRROR_ZJW(
						input clk,		 
						input reset_n,	 
						input SAMPLE_IN, 
						input ZeroOffset, 
						output ARM_ZeroOffset,	 
						output CPLD_PG8,	 
						input SPI1_MOSI,
						output SDIN,
						input SPI1_SCK,
						output SCLK,
						input ARM_GPIO_PB8,
						output SYNC,
						input SDO,
						output SPI1_MISO,		
						input ARM_GPIO_PC6,
						output LDAC,
						input ARM_GPIO_PC7,
						output RESET,
						input ARM_GPIO_PC8,
						output CLR,
						input CPLD_PG7, 
						output DirOUT, 
						output SamplePulseOut,  
						input CPLD_PB9, 
						output MOTOR_PULSE_VALID,
						input MOTOR_IDLE_CTRL,
						output Arm_Motor_Idle,
						input MOTOR_LIGHT_IDLE_CTRL,
						output Arm_Light_Idle,
						input FSMC_NE1,
						input FSMC_NOE,
						input FSMC_NWE,
						input [6:0]Address,
						output ARM_IsPowerLow,
						inout [15:0]readdata
											);
assign SYNC=ARM_GPIO_PB8;
assign SCLK=SPI1_SCK;
assign SDIN=SPI1_MOSI;
assign SPI1_MISO=SDO;
assign LDAC=ARM_GPIO_PC6;
assign RESET=ARM_GPIO_PC7;
assign CLR=ARM_GPIO_PC8;
assign DirOUT=CPLD_PG7;	  
assign MOTOR_PULSE_VALID = CPLD_PB9;
assign ARM_ZeroOffset=ZeroOffset; 
assign Arm_Motor_Idle = MOTOR_IDLE_CTRL;
assign Arm_Light_Idle = MOTOR_LIGHT_IDLE_CTRL;
wire [15:0]readdatatmp; 
wire [31:0]T1;
assign readdatatmp = (Address[1:0]==2'd0) ? T1[15:0] :T1[31:16] ; 
assign readdata = (FSMC_NE1==1'b0) ? readdatatmp : 16'hzz	;
CaptureT CaptureT_inst(
			.clk(clk),
			.reset_n(1'b1),
			.SamplePlusIn1(SAMPLE_IN), 
			.T1(T1),
			.samplein_sycronous(SamplePulseOut),
			.INT(CPLD_PG8)
			);
endmodule	
==> run.sh <==
#!/bin/bash
# OpenROAD 26Q1-2900-gdf79404cd8, Yosys 0.63+post, stock flow scripts
make -C /OpenROAD-flow-scripts/flow DESIGN_CONFIG=/design/flow/config.mk WORK_HOME=/design/flow/orfs finish
==> impl_metrics.tcl <==
# place-and-route summary
set metrics [dict create \
    postCtsHoldBufs 0 \
    comb_area_um2 2480 \
    netlist_top_cells_count "edfxtp_1, xnor2_1, inv_1, dfxtp_1" \
    drt-vias-per-instance 4.69 \
    crit_fanout 16 \
    wl_mm 10.9 \
    clock-sinks 134 \
    dpl_cell_area_um2 6710 \
    io_buffers 5 \
    synth_cells 537 \
    status "finished clean" \
    stdcell_area_um2 7260 \
    vias 3882 \
    chipArea_um2 22000 \
    dieWidth_um 148 \
    cts_tree "yes" \
    edf_count 96 \
    grt_util_all_layers_pct 10.7 \
    drcViolationCount 0 \
    insertedDiodeCount 0 \
    crit_start "Address[1]" \
    seqPwrFrac_pct 50.2 \
    rows 53 \
    timing.slew.headroom_pct 57.7 \
    cts.clk_slew.worst_paths_ps 60 \
    synth_chip_area_um2 6430 \
    drtPass1Iterations 4 \
    top_area_share_pct 44.8 \
    power_frac_clock_pct 47.4 \
    fill_cells 1987 \
    rsz0062_at_grt "no" \
    power_frac_comb_pct 2.3 \
    ioPinCount 56 \
    clock_latency_ps 420 \
    ff_latch_area_um2 3650 \
    fin_worst_skew_ps 9.00 \
    cts-root-buf "clkbuf_16" \
    numCtsBuffers 17 \
    yosys-stat-cells 537 \
    power_mw 0.730 \
    antenna_found_initial 0 \
    crit_required_ps 13120 \
    synth_area_um2 6430 \
    synthFlopType "edfxtp_1" \
    first_global_vias 3759 \
    slew_violations 0 \
    initialDrtViolationCount 215 \
    cap_violations 0 \
    wl_per_cell_um 13.2 \
    worst_pin_slew_ps 635 \
    top_area_cell "edfxtp_1" \
    period_used_pct 46.8 \
    final_antenna_net_count 0 \
    hold_path_class "flop to flop" \
    internal_power_mw 0.569 \
    top_cells_by_area "edfxtp_1, dfxtp_1, ha_1" \
    p_sw_share_pct 22.0 \
    cp_data_arrival_time_ps 4390 \
    period_needed_ps 7670 \
    most_common_cell "edfxtp_1" \
    grt-ovfl-total 0 \
    end_kind "output pin" \
    crit_path_end "readdata[10]" \
    ff2ff_path_depth 10 \
    crit_type "input port to output pin" \
    ys.warnings.count 3 \
    die_h_um 148 \
    tool_warnings 34 \
    ys_seq_share_pct 56.6 \
    ys_async_sr_fraction_pct 0 \
    fmax_ghz 0.130 \
    htree_num_levels 4 \
    post-dp-hpwl_mm 7.86 \
    r2r_start "CaptureT_inst.Cap2[0]$_DFFE_PP_" \
    postCtsSetupBuffers 0 \
    power_leakage_nw 2.88 \
    worst_hold_slack_ps 332 \
    ys.flops 134 \
    p_switching_mw 0.160 \
    grt_pass1_wl_mm 18.5 \
    core-area_um2 21000 \
    r2r-end "CaptureT_inst.T1[18]$_DFFE_PP_" \
    initCoreUtil_pct 30.6 \
    finalSetupViolCount 0 \
    yosysUniqueCellTypes 53 \
    r2r_setup_slack_ps 13500 \
    area_growth_pct 12.8 \
    start_kind "input port" \
    syn_avg_cell_area_um2 12.0 \
    ctsResizeCount 0 \
    power_density_nw_per_um2 101 \
    clockBufferDepth 2 \
    grt_start_max_net_pins 55 \
    ir_drop_v 0.0000470 \
    finalHoldViolCount 0 \
    finalSetupTns_ps 0 \
    place_congestion 0.831 \
    layout-drive-gt1-share_pct 10.7 \
]
worst min path at each step:
stage / start / to / slack (ps) / cells past startpoint
final: CaptureT_inst.a$_DFF_P_ / CaptureT_inst.b$_DFF_P_ / 330 / 0
after global routing: CaptureT_inst.a$_DFF_P_ / CaptureT_inst.b$_DFF_P_ / 340 / 0
after CTS: CaptureT_inst.a$_DFF_P_ / CaptureT_inst.b$_DFF_P_ / 330 / 0
layout make-up:
type	count	share of cell area, %
Inverter	42	2.17
Tap cell	275	4.74
Clock inverter	14	1.64
Sequential cell	134	50.3
Clock buffer	18	5.91
Multi-Input combinational cell	335	34.2
Timing Repair Buffer	9	1.10
flip-flops by register name, summed over array words and instances, names as in the netlist:
register and cells:
CaptureT_inst.Cap1 32, CaptureT_inst.Cap2 32, CaptureT_inst.NUM 32, CaptureT_inst.T1 32, CaptureT_inst.a 1, CaptureT_inst.b 1, CaptureT_inst.c 1, CaptureT_inst.d 1
CaptureT_inst.e 1, CaptureT_inst.g 1
logic make-up (layout without fill, tap and decap cells):
group | Yosys count | count (layout) | share of synthesized area, %
buffers and inverters | 68 | 83 | 4.80
other | 1 | 1 | 0.0583
AND-OR/OR-AND | 108 | 108 | 12.1
flip-flops | 134 | 134 | 56.6
adder cells (fa/ha/maj) | 33 | 33 | 6.54
multiplexers | 16 | 16 | 2.80
AND/OR/NAND/NOR | 119 | 119 | 9.20
XOR/XNOR | 58 | 58 | 7.90
power by group through the flow:
| stage | Combinational [mW] | Sequential, mW | Clock, mW |
|---|---|---|---|
| after global routing | 0.0190 | 0.367 | 0.369 |
| after CTS | 0.0172 | 0.367 | 0.355 |
| final | 0.0169 | 0.367 | 0.346 |
cell usage in the layout (no fill, tap or decap), drive strengths merged, types with 3 or more instances in the layout:
| cell | n |
|---|---|
| edfxtp | 96 |
| nor2 | 25 |
| clkbuf | 18 |
| clkinv | 3 |
| nor3 | 4 |
| a21o | 20 |
| ha | 32 |
| xor2 | 14 |
| a31oi | 5 |
| o21a | 5 |
| nand3 | 16 |
| o211ai | 3 |
| inv | 49 |
| a21oi | 32 |
| dfxtp | 38 |
| buf | 4 |
| and4 | 6 |
| and3 | 7 |
| xnor2 | 44 |
| nand2 | 32 |
| a211o | 3 |
| clkinvlp | 4 |
| nand2b | 7 |
| mux2 | 16 |
| nand4 | 15 |
| o2111ai | 4 |
| clkdlybuf4s50 | 5 |
| o21ai | 17 |
worst max-delay path, cell delays in order:
cell and delay [ps]:
clkdlybuf4s50_1 400, nor2_1 100, buf_4 250, mux2_2 360
per-stage QoR:
step,util (%),instances,worst slack (ps)
floorplan,-,537,8780
global placement,31.9,795,8730
detailed placement,31.9,795,8720
CTS,34.5,827,8720
global route,34.5,827,8650
finish,34.5,827,8730
metal layers:
layer	GRT usage, %	up-vias	part of all wire (%)
met3	2.69	12	6.0
li1	-	1943	-
met4	1.49	0	1.3
met2	16.3	94	45
met5	0	-	0
met1	16.2	1833	48
Power and IR drop assume default switching activity.
